`flow/run.sh`:
```
#!/bin/bash
# OpenROAD 26Q1-2900-gdf79404cd8, Yosys 0.63+post, stock flow scripts
make -C /OpenROAD-flow-scripts/flow DESIGN_CONFIG=/design/flow/config.mk WORK_HOME=/design/flow/orfs finish
```
`flow/config.mk`:
```
export PLATFORM = sky130hd
export DESIGN_NAME = SPI_Wrapper
export DESIGN_NICKNAME = SPI_Wrapper
export VERILOG_FILES = /design/flow/design.v
export SDC_FILE = /design/flow/constraint.sdc
export NUM_CORES = 4
export LEC_CHECK = 1
export CORE_UTILIZATION = 30
```
`flow/constraint.sdc`:
```
current_design SPI_Wrapper

set clk_period 50.1
set clk_io_pct 0.2

create_clock -name clk0 -period $clk_period [get_ports {clk}]

set non_clock_inputs [all_inputs -no_clocks]
set_input_delay [expr $clk_period * $clk_io_pct] -clock clk0 $non_clock_inputs
set_output_delay [expr $clk_period * $clk_io_pct] -clock clk0 [all_outputs]
```
`flow/design.v`:
```
module RAM(clk , rst_n , din , rx_valid , dout , tx_valid);
parameter MEM_DEPTH = 256;
parameter ADDR_SIZE = 8;
input [(ADDR_SIZE + 2)-1:0]din;
input clk , rst_n , rx_valid;
output reg [ADDR_SIZE-1:0]dout;
output reg tx_valid;
reg [ADDR_SIZE-1:0] mem [MEM_DEPTH-1:0];
reg [ADDR_SIZE-1:0]address;
always @(posedge clk) begin
    if(~rst_n) begin 
        dout <= 0;
        tx_valid <= 0;
        address <= 0;
    end
    else begin 
        if(rx_valid) begin 
            case (din[9:8])
                2'b00: begin  
                    address <= din[ADDR_SIZE-1:0];
                end
                2'b01: begin  
                    mem[address] <= din[ADDR_SIZE-1:0];
                end
                2'b10: begin 
                    address <= din[ADDR_SIZE-1:0];
                end
                2'b11: begin 
                    dout <= mem[address];
                    tx_valid = (din[9:8] == 2'b11);
                end
            endcase
        end
    end
end
endmodule
module SPI_Slave(clk,rst_n,MISO,MOSI,SS_n,rx_valid,tx_valid,rx_data,tx_data);
parameter MEM_DEPTH = 256;
parameter ADDR_SIZE = 8;
input clk,rst_n,MOSI,SS_n,tx_valid;
input [ADDR_SIZE-1:0]tx_data;
output reg rx_valid;
output reg MISO;
reg internal_signal;
output reg [(ADDR_SIZE + 2)-1:0]rx_data;
(*fsm_encoding = "one_hot"*)
reg [2:0] cs,ns;
reg [3:0]counter_4_bits;
integer i = 0 ;
always @(*) begin
   case (cs)
    3'h0 : begin 
        if(SS_n) begin 
            ns = 3'h0;
        end
        else begin 
            ns = 3'h1;
        end
    end
    3'h1 : begin 
        if(SS_n) begin 
            ns = 3'h0;
        end
        else begin 
            if(~MOSI) begin 
                ns = 3'h2;
            end
            else begin 
                if(~internal_signal) begin 
                    ns = 3'h3;
                end
                else begin 
                    ns = 3'h4;
                end
            end
        end
    end
    3'h2 : begin 
        if(SS_n) begin 
            ns = 3'h0;
        end
        else begin 
            ns = 3'h2;
        end
    end
    3'h3 : begin 
        if(SS_n) begin 
            ns = 3'h0;
        end
        else begin 
            ns = 3'h3;
        end
    end
    3'h4 : begin 
        if(SS_n) begin 
            ns = 3'h0;
        end
        else begin 
            ns = 3'h4;
        end
    end
   endcase
end
always @(posedge clk or negedge rst_n) begin
    if(~rst_n) begin 
        cs <= 0;
    end
    else begin 
        cs <= ns;
    end
end
always @(posedge clk or negedge rst_n) begin
    if(~rst_n) begin 
        internal_signal <= 0;
        rx_valid <= 0;
        counter_4_bits <= 0;
        rx_data <= 0;
        MISO <= 0;
    end
    else begin       
        internal_signal <= (rx_data[8]);
        if(cs == 0) begin 
          counter_4_bits <= 4'h0;
        end
        else if(cs == 1) begin 
        end
        else if(cs == 2) begin 
            rx_data[(ADDR_SIZE + 2)-1-counter_4_bits] <= MOSI;
            counter_4_bits <= counter_4_bits + 1'b1;
            if(counter_4_bits == 4'h9) begin 
                counter_4_bits <= 4'h0;
                rx_valid <= 1;
            end
            else begin 
                rx_valid <= 0;
            end
        end
        else if(cs == 3) begin 
            rx_data[(ADDR_SIZE + 2)-1-counter_4_bits] <= MOSI;
            counter_4_bits <= counter_4_bits + 1'b1;
            if(counter_4_bits == 4'h9) begin 
                rx_valid <= 1;
                counter_4_bits <= 4'h0;
            end
            else begin 
                rx_valid <= 0;
            end
        end
        else if(cs == 4) begin 
            rx_data[(ADDR_SIZE + 2)-1-counter_4_bits] <= MOSI;
            counter_4_bits <= counter_4_bits + 1'b1;
            if(counter_4_bits == 4'h9) begin 
                rx_valid <= 1;
                counter_4_bits <= 4'h0;
            end
            else begin 
                rx_valid <= 0;
            end
            if(tx_valid && counter_4_bits < 8 ) begin 
                    MISO <= tx_data[ADDR_SIZE-1-counter_4_bits];
            end
            else begin 
                MISO <= 0;
            end
        end
    end
end
endmodule
module SPI_Wrapper(clk,rst_n,MISO,MOSI,SS_n);
parameter MEM_DEPTH = 256;
parameter ADDR_SIZE = 8;
input clk,rst_n,MOSI,SS_n;
output MISO;
wire rx_valid,tx_valid;
wire [(ADDR_SIZE + 2)-1:0]rx_data;
wire [ADDR_SIZE-1:0]tx_data;
RAM the_RAM(.clk(clk),.rst_n(rst_n),.din(rx_data),.rx_valid(rx_valid),.dout(tx_data),.tx_valid(tx_valid));
SPI_Slave SLAVE(.clk(clk),.rst_n(rst_n),.MISO(MISO),.MOSI(MOSI),.SS_n(SS_n),.rx_valid(rx_valid),.tx_valid(tx_valid),.rx_data(rx_data),.tx_data(tx_data));
endmodule
```
==> flow_metrics.tcl <==
# yosys + openroad results
set metrics [dict create \
    outcome "finished clean" \
    timing.critical_path.buf_inv 2 \
    yosysUniqueCellTypes 70 \
    grt_pass1_wl_um 329000 \
    unclocked_pins 3 \
    cts_tree "built" \
    cellLeakagePower_nw 27.5 \
    synth_largest_type_area_fraction 0.753 \
    worstPathCellList "buf_2 -> and4b_1 -> nand2_1 -> nor2_1 -> nand2_1 -> buf_4 -> nor2_1" \
    ctsRootBufferMaster "sky130_fd_sc_hd__clkbuf_16" \
    final_estimated_routing_congestion_in_global_placement 0.931 \
    synth.avg_cell_area_um2 20.5 \
    area.growth.synth_to_final_pct 14.0 \
    max_stage_delay_on_crit_path_ns 0.73 \
    global_route.overflow_total 0 \
    skew_ns 0.0604 \
    critPathArrivalTime_ns 12.91 \
    placement.io_buffers 4 \
    number_of_cells_in_yosys_stat 3982 \
    grt_pass1_vias 46000 \
    timing.hold.ws_ns 0.472 \
    timing.critical_path.required_ns 50.57 \
    track_usage 0.181 \
    routed_wl_um 229000 \
    tns_ns 0 \
    grt_start_max_net_pins 98 \
    path_class "in2reg" \
    vdd_drop_max_uv 37.2 \
    worst_hold_path.num_cells 2 \
    synth_warnings 4 \
    critical_path.reg2reg.endpoint "the_RAM.dout[4]" \
    insertion_delay_ns 0.85 \
    core_region_area_um2 271000 \
    post-layout-total-power_mw 3.44 \
    rsz0062_at_grt "false" \
    post-route-worst-setup-slack_ns 37.66 \
    post_synth_edffs 2048 \
    min_from "the_RAM.tx_valid" \
    grt_antenna_before_repair 5 \
    worst-r2r-setup-slack_ns 45.02 \
    cts.reportedPaths.clkPinSlew_ns 0.06 \
    path_max_fanout 8 \
    area_post_placement_um2 86300 \
    async_flop_share 0.00958 \
    critPathCaptureType "register" \
    post_cts_sizing_count 0 \
    critical-path-slowest-cell "sky130_fd_sc_hd__nand2_1" \
    post_synth_main_area_contributors "sky130_fd_sc_hd__edfxtp_1 (75%), sky130_fd_sc_hd__mux4_2 (13%), sky130_fd_sc_hd__mux2i_1 (2.6%), sky130_fd_sc_hd__nor2_1 (1.4%), sky130_fd_sc_hd__nand2_1 (0.72%)" \
    worst-r2r-cell-count 11 \
    ctsHoldBuffers 0 \
    pwr_density_cell_nw_per_um2 37.0 \
    fin_crit_sh 0.248 \
    dp_slack_ns 36.90 \
    top_cell "sky130_fd_sc_hd__edfxtp_1" \
    setup_viol 0 \
    synthCells 3982 \
    placement_rows 191 \
    synth-area-yosys_um2 81600 \
    die_height_um 524 \
    postSynth.topFlopCell "sky130_fd_sc_hd__edfxtp_1" \
    drive_above_1_share 0.229 \
    worst_setup_path_start_kind "input pin" \
    chip_area_um2 274000 \
    largest_area_cell "sky130_fd_sc_hd__edfxtp_1" \
    num_io_pins 5 \
    netlist_top_cells_count "sky130_fd_sc_hd__edfxtp_1 (2048), sky130_fd_sc_hd__mux4_2 (472), sky130_fd_sc_hd__nor2_1 (305)" \
    vias 41100 \
    mappedNetlistArea_um2 81600 \
    design_area_um2 93100 \
    hpwl_um 140000 \
    max_freq_ghz 0.0804 \
    detail_route.drc_violations 0 \
    critical_path.reg2reg.startpoint "the_RAM.address[0]" \
    hold_path_end "SLAVE.MISO" \
    timing_max_transition_violations_final 0 \
    drt-wirelength-per-cell_um 29.2 \
    route.detailed.vias_per_inst 5.24 \
    slew_headroom 0.269 \
    cts-buffers-inserted 202 \
    floorplan.die.width_um 524 \
    hold_viol_final 0 \
    min_period_ns 12.44 \
    cts-htree-levels 4 \
    count_of_endpoints_without_a_timing_constraint 6 \
    floorplan.core_util 0.302 \
    cts.repair_timing.setup_buffer_count 0 \
    drt_iter0_drc 2682 \
    clockBufferDepth 3 \
    hp-class "reg2reg" \
    timing.max_cap.violations 0 \
    dr.pass1.iters 8 \
    critical-path-top-delay-family "simple AND/OR/NAND/NOR gates" \
    drtAntennaViolNets 0 \
    max_slew.worst_pin.slew_ns 1.09 \
    ys_ff 2088 \
    warnings 30 \
]
kinds of logic after synthesis:
logic type | Yosys count | synth area share
AND-OR/OR-AND | 296 | 0.0256
XOR/XNOR | 4 | 0.000429
adder cells (fa/ha/maj) | 13 | 0.00199
buffers and inverters | 253 | 0.0157
flip-flops | 2085 | 0.764
latches | 3 | 0.000552
multiplexers | 704 | 0.159
AND/OR/NAND/NOR | 624 | 0.0333
worst min-delay path, delay by kind of cell, from the launching register on:
family | cells | cell delay (ns)
DFF | 1 | 0.30
AOI/OAI and AO/OA | 1 | 0.07
buffers and inverters | 1 | 0.06
report_power, final:
part / total, mW / internal [mW] / switching, mW
clock: 1.54 / 0.882 / 0.658
combinational: 0.00946 / 0.00105 / 0.00841
sequential: 1.89 / 1.89 / 0.00131
flip-flops by register name (all words and copies together) (netlist names):
name,flops
the_RAM.mem,2048
SLAVE.counter_4_bits,4
SLAVE.internal_signal,1
the_RAM.dout,8
the_RAM.address,8
SLAVE.rx_valid,1
SLAVE.ns,3
the_RAM.tx_valid,1
SLAVE.cs,3
SLAVE.rx_data,10
SLAVE.MISO,1
cell usage in the layout (no fill, tap or decap), types with 12 or more instances in the layout:
master	instances
sky130_fd_sc_hd__dfrtp_1	12
sky130_fd_sc_hd__a21oi_1	31
sky130_fd_sc_hd__nor2b_1	25
sky130_fd_sc_hd__nand4_1	12
sky130_fd_sc_hd__a22oi_1	47
sky130_fd_sc_hd__mux2_2	20
sky130_fd_sc_hd__clkinv_2	43
sky130_fd_sc_hd__nand2_1	155
sky130_fd_sc_hd__edfxtp_1	2048
sky130_fd_sc_hd__mux2i_1	212
sky130_fd_sc_hd__mux4_2	472
sky130_fd_sc_hd__a32oi_1	18
sky130_fd_sc_hd__nand3_1	50
sky130_fd_sc_hd__nand2b_1	12
sky130_fd_sc_hd__o22ai_1	41
sky130_fd_sc_hd__clkbuf_1	34
sky130_fd_sc_hd__ha_1	13
sky130_fd_sc_hd__clkbuf_16	203
sky130_fd_sc_hd__bufinv_16	26
sky130_fd_sc_hd__o21ai_0	38
sky130_fd_sc_hd__a221oi_1	13
sky130_fd_sc_hd__a31oi_1	23
sky130_fd_sc_hd__a211oi_1	19
sky130_fd_sc_hd__clkinv_1	40
sky130_fd_sc_hd__nor3_1	16
sky130_fd_sc_hd__buf_4	141
sky130_fd_sc_hd__nor2_1	303
stage by stage:
step / instances / utilization
after floorplan: 3982 / -
after global placement: 7464 / 0.319
after detailed placement: 7464 / 0.319
after CTS: 7837 / 0.344
after global routing: 7838 / 0.344
final: 7842 / 0.344
area by class of cell:
cell class	instances	area (um^2)
clock buffers	237	5210
well taps	3570	4470
inverters	9	41.3
repair buffers	156	1310
diodes	5	12.5
multi-input cells	1641	18000
clock inverters	136	1550
fillers	24600	178000
flip-flops and latches	2088	62400
worst max path at each step:
stage	startpoint	to	cells past startpoint
after CTS	rst_n	the_RAM.mem[213][4]	7
final	rst_n	the_RAM.mem[53][0]	7
after global routing	rst_n	the_RAM.mem[53][7]	7
routing by layer:
layer  global-route usage  wire length [um]
met4               0.0470              7320
met2                0.262            103000
met1                0.190             71700
met3                0.167             45800
met5               0.0154               592
